## flow/design.v

```verilog
module Data_mem (input [7:0] A, WD,
input rst, WE, clk,
output [7:0] RD);
reg [7:0] armazen [255:0];
integer i;
always @ (posedge clk or negedge rst)
begin
		if (!rst)  
		begin
			for(i=0;i<255;i=i+1)
			begin
			armazen[i]<=0;
			end
		end
		else if (WE==1)
			armazen[A]<=WD;
end
assign RD = armazen[A];
endmodule
```

## flow/run.sh

```bash
#!/bin/bash
# OpenROAD 26Q1-2900-gdf79404cd8, Yosys 0.63+post, stock flow scripts
make -C /OpenROAD-flow-scripts/flow DESIGN_CONFIG=/design/flow/config.mk WORK_HOME=/design/flow/orfs finish
```

## flow/config.mk

```make
export PLATFORM = sky130hd
export DESIGN_NAME = Data_mem
export DESIGN_NICKNAME = Data_mem
export VERILOG_FILES = /design/flow/design.v
export SDC_FILE = /design/flow/constraint.sdc
export NUM_CORES = 4
export LEC_CHECK = 1
export CORE_UTILIZATION = 50
```

## flow/constraint.sdc

```tcl
current_design Data_mem

set clk_period 9.9
set clk_io_pct 0.2

create_clock -name clk0 -period $clk_period [get_ports {clk}]

set non_clock_inputs [all_inputs -no_clocks]
set_input_delay [expr $clk_period * $clk_io_pct] -clock clk0 $non_clock_inputs
set_output_delay [expr $clk_period * $clk_io_pct] -clock clk0 [all_outputs]
```

==> impl_metrics.toml <==
# synthesis and place-and-route metrics
[run_status]
status = "finished, violations left"
failed_checks = "max-capacitance violations, max-slew violations"

[pwr]
leakagePower_nw = 50.2
total_power_mw = 19.1
power.density_nw_per_um2 = 180
peakVddDrop_mv = 0.186

[yosys]
synth_seq_share = 0.554
synthArstFlopShare = 0.996
synth_flops = 2048
ys_cells = 7084
edf_count = 8
synth_warnings = 2
synth.avg_cell_area_um2 = 13.1
ff_type = "dfrtp_1"
synth_area_um2 = 92500
yosys_area_um2 = 92500
synthCells = 7084
yosysUniqueCellTypes = 80

[worst_hold_path]
hold_depth = 1
hp-class = "reg -> reg"

[clock_tree]
cts-htree-levels = 4
cts_setup_buffers = 0
insertion_delay_ns = 0.92
postCtsHoldBufs = 0
clk_pin_slew_ns = 0.06
cts-buffers-inserted = 214
cts_max_path_buffers = 3
cts_resized = 0
cts.sinks = 2048
cts_tree = "built"
root_buffer = "clkbuf_16"

[timing]
slew_headroom = -0.0952
fin_crit_sh = 0.995
setup_violations = 0
finalCriticalPeriod_ns = 9.85
final_hold_viol_count = 0
max_freq_mhz = 101
rsz0062_at_grt = "false"
finClkSkew_ns = 0
tightest_slew_ns = 1.64
drv_slew = 6
totalNegativeSetupSlack_ns = 0

[final_layout]
final_core_util = 0.577
nFillCells = 14300
areaGrowthSynthToFinish_pct = 14.4
largest_reg_flops = 2048
final_cell_mix = "2040 x dfrtp_1, 2019 x mux2_2, 516 x nand3_1"
top_register = "armazen"
drive_above_1_share = 0.415
postLayoutCellArea_um2 = 106000
biggestRegsByFlops = "armazen (2048)"
layout_top_cell = "dfrtp_1"

[placed_design]
place_hpwl_mm = 393
place.port_buffers = 26
gp_congestion = 1.19
place_area_um2 = 98000

[drt]
post-route-drc-count = 0
num_vias = 80500
vias_per_cell = 8.04
wire_per_inst_um = 58.0
route.antenna.remaining_nets = 0
dr.first_iter.drc_count = 10900
drt-total-wl_mm = 581
firstDrtPassIters = 12

[floorplan]
rows = 157
chip_area_um2 = 187000
die_x_um = 432
fp-utilization = 0.504
die_y_um = 432
core-area_um2 = 183000
ios = 27

[worst_setup_path]
cp.depth = 11
critPathLaunchType = "input pin"
crit_buf_inv = 4
worstPathArrival_ns = 7.87
critPathTopFamily = "simple AND/OR/NAND/NOR gates"
r2r_cells = 1
crit_chain = "buf_2, buf_4, and4bb_4, buf_4, and3_1, a2111oi_2, nand3_1, nor4_1, nand4_1, o32a_1, clkdlybuf4s50_1"
r2r_slack_ns = 8.73
crit_required_ns = 7.92
critPathMostFrequentCell = "buf_4"
critPathSlowestCell = "a2111oi_2"
path_max_fanout = 24
crit_path_end_kind = "output port"
critPathKind = "in -> out"
slowest_delay_ns = 1.07

[flow_run]
warnings = 36
drv_cap = 2

[global_routing]
overflow = 0
track_usage = 0.660
grt_pass1_wl_mm = 752
grt_max_degree = 107
grt_pass1_vias = 76000
antenna_found_initial = 95
==> cells by family after synthesis <==
logic type,Yosys count,share of synthesized area
AOI/OAI and AO/OA,1017,0.0854
xor gates and xnor gates,2,0.000189
buffers and inverters,642,0.0322
DFF,2048,0.554
muxes,2041,0.248
and+or+nand+nor,1334,0.0794
==> per-layer routing <==
layer	GRT usage	vias up	routed length [µm]
li1	-	27500	-
met1	0.691	40600	174000
met2	0.766	8902	210000
met3	0.573	3307	118000
met4	0.565	170	70700
met5	0.384	-	8060
==> cells in the mapped netlist, types with 17 or more instances <==
cell type,instances,area (µm²)
a2111oi_0,17,149
a21oi_1,59,295
a221oi_1,34,298
a222oi_1,68,681
a22o_1,47,412
a22oi_1,400,3000
a32oi_1,158,1380
and3_1,55,344
buf_1,54,203
buf_2,195,976
buf_4,41,308
buf_6,21,236
clkbuf_1,328,1230
dfrtp_1,2040,51000
mux2_1,21,236
mux2_2,2019,22700
nand2_1,222,833
nand3_1,527,2640
nand4_1,144,901
nor2_1,116,435
nor3_1,27,135
nor4_1,71,444
o22ai_1,140,876
or4_1,27,203
==> path summary, 6_finish.rpt <==
check / from / to
min: armazen[140][5] / armazen[140][5]
max: A[4] / RD[3]
min reg2reg: armazen[140][5] / armazen[140][5]
max in group asynchronous: rst / armazen[243][1]
max reg2reg: armazen[0][2] / armazen[0][2]
min in group asynchronous: rst / armazen[202][3]
==> area by class of cell <==
cell class                      count  area (µm²)  area share
Inverter                            2        7.51   0.0000710
Timing Repair Buffer              565        4910      0.0464
Clock buffer                      305        6220      0.0588
Antenna cell                      137         343     0.00324
Multi-Input combinational cell   4394       38700       0.365
Sequential cell                  2048       51300       0.485
Tap cell                         2464        3080      0.0291
Clock inverter                     96        1280      0.0121
==> where the power goes <==
part | total [mW] | internal (mW) | switching [mW]
clock network | 8.64 | 4.90 | 3.74
registers | 9.05 | 8.76 | 0.290
logic | 1.37 | 0.417 | 0.950
==> metrics by stage <==
stage	worst slack (ns)	hold WS, ns	instances
6_report	0.0452	0.492	10000
5_1_grt	0.453	0.505	9931
4_1_cts	0.663	0.489	9874
3_5_place_dp	0.673	0.475	9473
3_3_place_gp	-0.436	0.465	9471
2_1_floorplan	3.79	0.456	7084
Power is estimated from default activity; no workload was simulated.
