$ cat /design/flow/constraint.sdc
current_design registrars_bank

set clk_period 2.1
set clk_io_pct 0.2

create_clock -name clk0 -period $clk_period [get_ports {clk}]

set non_clock_inputs [all_inputs -no_clocks]
set_input_delay [expr $clk_period * $clk_io_pct] -clock clk0 $non_clock_inputs
set_output_delay [expr $clk_period * $clk_io_pct] -clock clk0 [all_outputs]
$ cat /design/flow/design.v
module registrars_bank 
(input [7:0] wd3,
input [2:0] wa3,
input we3, clk,
input [2:0]  ra1, ra2,
input rst,
output [7:0] rd1, rd2,
output [7:0] saida_0, saida_1, saida_2, saida_3, saida_4, saida_5, saida_6, saida_7);
reg [7:0] register [7:0];
integer i;
always @ (posedge clk or negedge rst)
begin
		if (!rst)  
		begin
			for(i=1;i<8;i=i+1)
			begin
			register[i]<=0;
			end
		end
		else if (we3==1 && wa3 != 0)
			register[wa3]<=wd3;
		else 
		register[0] <=0;
end
 assign rd1 = register[ra1];
 assign rd2 = register[ra2];
 assign saida_0 = register[0];
 assign saida_1 = register[1];
 assign saida_2= register[2];
 assign saida_3= register[3];
 assign saida_4 = register[4];
 assign saida_5 = register[5];
 assign saida_6 = register[6];
 assign saida_7 = register[7];
 endmodule
$ cat /design/flow/config.mk
export PLATFORM = sky130hd
export DESIGN_NAME = registrars_bank
export DESIGN_NICKNAME = registrars_bank
export VERILOG_FILES = /design/flow/design.v
export SDC_FILE = /design/flow/constraint.sdc
export NUM_CORES = 4
export LEC_CHECK = 1
export CORE_UTILIZATION = 50
$ cat /design/flow/run.sh
#!/bin/bash
# OpenROAD 26Q1-2900-gdf79404cd8, Yosys 0.63+post, stock flow scripts
make -C /OpenROAD-flow-scripts/flow DESIGN_CONFIG=/design/flow/config.mk WORK_HOME=/design/flow/orfs finish
==> GITHUB_STEP_SUMMARY <==
## PnR job results

| Metric | Value |
|---|---|
| Status | `finished, final reports clean` |
| First-pass GRT wire length | `16.6 mm` |
| Via count | `3,223` |
| Total area of sequential cells | `1640 um^2` |
| HPWL reported at the end of detailed placement | `between 7 and 8 mm` |
| Placed Cells | `between 500 and 600` |
| Die Size | `slightly below 8000 um^2` |
| Fillers | `approximately 430` |
| Crit start category | `primary input` |
| CTS max path bufs | `2` |
| H-tree levels | `3` |
| Worst-margin pin slew | `between 0.7 and 0.8 ns` |
| P per Cell Area | `~800 nW/um^2` |
| Final setup fails | `0` |
| Peak fanout along the critical path | `6` |
| CP Capture Point | `rd2[3]` |
| Synthesis-to-layout area growth | `52.0%` |
| Share of cells above drive strength 1 | `between 30% and 40%` |
| FF-to-FF Start | `register[7][0]` |
| Cells after Synth | `between 300 and 400` |
| Worst Setup SP | `ra2[0]` |
| Vias/cell | `5.61` |
| Cell Area, Synth | `roughly 3700 um^2` |
| Max Freq | `between 400 and 500 MHz` |
| Skew final | `0 ns` |
| Post-CTS Hold Fix Bufs | `0` |
| Clock sink total | `roughly 64` |
| Initial DRC count | `~130` |
| Hold Path Class | `in -> async` |
| Die width | `approximately 88 um` |
| Yosys warnings | `2` |
| Initial antenna violation count | `0` |
| Leakage Power | `roughly 2.5 nW` |
| GR Layer Usage met3 | `between 6 and 7%` |
| Post-synthesis sequential area ratio | `between 40% and 50%` |
| Asr flop ratio synth | `between 80 and 90%` |
| DRC viols | `0` |
| Final Cycle Share | `between 90% and 100%` |
| Fin cells | `between 500 and 600` |
| Routability cong. | `between 0.9 and 1` |
| Distinct lib cells used | `35` |
| Crit path required time | `approximately 1.7 ns` |
| Total track usage | `about 30%` |
| Root buf cell | `clkbuf_8` |
| Pre-CTS setup slack | `-0.572 ns` |
| Diodes inserted | `0` |
| Reg2Reg Setup Slack | `1.08 ns` |
| Crit path kind | `in -> out` |
| Worst slew margin | `between 50% and 60%` |
| Count of buffers from port buffering | `around 100` |
| CTS tree | `built` |
| Yosys Instances | `302` |
| Worst setup margin | `about 0.042 ns` |
| Largest register FFs | `approximately 64` |
| Critical Path Max Stage Delay | `0.45 ns` |
| Top Ports | `around 100` |
| Tool warnings | `28` |
| Max-Cap Viols | `0` |
| Setup TNS | `0 ns` |
| Final Max Tran Viols | `0` |
| GRT Residual Overflow | `0` |
| Starting density of the core | `53.0%` |
| Syn Area/Cell | `12.2 um^2` |
| Main flop type | `dfrtp_1` |
| CP arrival | `1.64 ns` |
| Registers, synthesis | `approximately 64` |
| Die Height | `roughly 88 um` |
| Total clock buffers created by CTS | `9` |
| Avg WL per Cell | `18.9 um` |
| Met1 Use GR | `47.4%` |
| Core Region | `6940 um^2` |
| RSZ-0062 raised after global routing | `true` |
| Reg-to-reg endpoint | `register[7][0]` |
| Yosys Chip Area | `between 3000 and 4000 um^2` |
| EDFF count, synth | `8` |
| Worst vdd ir | `slightly above 0.0005 V` |
| Largest net degree at the start of global routing | `~57` |
| Final Hold Viols | `0` |
| Crit path time final | `roughly 2 ns` |
| Fin util | `between 80% and 90%` |
| Top Registers | `register: 64 flops` |
| Antenna viol nets, final | `0` |
| Worst-Skew Late Latency | `between 0.3 and 0.4 ns` |
| Pre-Repair DR Iteration Count | `4` |
| Crit. End Element | `primary output` |
| Met2 Use GR | `46.0%` |
| Comb gate area | `between 1500 and 2000 um^2` |
| Clk slew on worst S/H paths | `roughly 0.070 ns` |
| Crit-path cells | `buf_6, buf_4, mux2i_1, a211oi_2, o22a_1, clkdlybuf4s50_1` |
| Worst Reg2Reg Path Length in Cells | `3` |
| Number of global-route vias before repair | `3,142` |
| Wirelength, routed | `approximately 11 mm` |
| Core Rows | `30` |
| Grt peak-use layer | `met1` |
| Top reg by flops | `register` |
| Pwr Total | `~4.5 mW` |
| Worst path slowest cell | `clkdlybuf4s50_1` |
-- layout by cell type (no fill, tap or decap), types with 2 or more instances in the layout --
| master | netlist | routed |
|---|---|---|
| clkbuf_8 | 0 | 10 |
| mux2_2 | 61 | 60 |
| nor3b_1 | 3 | 3 |
| buf_12 | 0 | 2 |
| clkbuf_1 | 3 | 3 |
| nor2b_1 | 9 | 9 |
| nor2_1 | 13 | 12 |
| bufinv_16 | 0 | 2 |
| nand2b_4 | 0 | 2 |
| buf_8 | 2 | 2 |
| nand3b_1 | 3 | 3 |
| edfxtp_1 | 8 | 8 |
| a311oi_1 | 3 | 3 |
| buf_2 | 5 | 6 |
| nand4b_2 | 3 | 3 |
| o22a_1 | 14 | 14 |
| mux2i_1 | 34 | 34 |
| o22ai_2 | 0 | 2 |
| o32ai_1 | 3 | 3 |
| a31oi_1 | 6 | 6 |
| dlymetal6s2s_1 | 0 | 3 |
| clkdlybuf4s50_1 | 0 | 77 |
| nand2b_1 | 10 | 7 |
| nand2_1 | 8 | 7 |
| a211oi_2 | 0 | 3 |
| dlygate4sd2_1 | 0 | 8 |
| a21oi_1 | 2 | 2 |
| dfrtp_1 | 56 | 56 |
| a211oi_1 | 11 | 8 |
| buf_6 | 3 | 16 |
| and4bb_2 | 2 | 2 |
| or3_4 | 0 | 2 |
| and2_1 | 8 | 8 |
| o22ai_1 | 11 | 9 |
| buf_4 | 10 | 68 |
-- what timing repair did --
action                     CTS  global route
pin swaps                   26            11
hold endpoints to repair     0             0
setup buffers               27            15
setup endpoints to repair   16             8
gates resized               75            11
-- cell type report --
type | count | share of cell area (%)
clock buffer | 13 | 2.66
clock inverter | 3 | 1.16
multi-input combinational | 215 | 34.5
sequential | 64 | 29.4
timing repair buffer | 184 | 30.2
tap | 96 | 2.15
-- worst min path at each step --
stage	startpoint	end	slack, ns	cells past startpoint
after CTS	rst	register[7][5]	0.31	2
final	rst	register[7][5]	0.29	2
after global routing	rst	register[5][5]	0.35	2
-- cells by family after synthesis --
kind of cell / count (synthesis) / share of synthesized area (%)
AOI/OAI and AO/OA: 54 / 11.2
buffers and inverters: 23 / 4.76
DFF: 64 / 44.6
muxes: 95 / 27.9
and+or+nand+nor: 66 / 11.5
-- report_power, final --
group | leakage, nW | internal [mW] | switching [mW] | total (mW)
combinational | 1.62 | 1.10 | 0.457 | 1.56
clock | 0.108 | 0.701 | 0.456 | 1.16
sequential | 0.742 | 1.51 | 0.245 | 1.75
-- layer usage --
metal,vias up,routed length [um]
met5,-,0
met4,0,149
met3,12,929
met2,141,4980
met1,1562,4800
li1,1508,-
-- cells in the mapped netlist (5+ instances only) --
cell type	count	area share, %
a211oi_1	11	2.2
a31oi_1	6	1.0
and2_1	8	1.4
buf_2	5	0.68
buf_4	10	2.0
dfrtp_1	56	38
edfxtp_1	8	6.5
mux2_2	61	19
mux2i_1	34	9.3
nand2_1	8	0.82
nand2b_1	10	1.7
nor2_1	13	1.3
nor2b_1	9	1.5
o22a_1	14	3.3
o22ai_1	11	1.9
-- critical path, delay by kind of cell --
kind,cells,cell delay (ns)
muxes,1,0.13
buffers and inverters,3,0.73
AOI/OAI and AO/OA,2,0.36
-- per-stage QoR --
step | cell area, um^2 | hold slack, ns
floorplan | 3680 | 0.124
global placement | 4960 | 0.540
detailed placement | 4960 | 0.547
CTS | 5460 | 0.308
global route | 5590 | 0.345
finish | 5590 | 0.285
Power is estimated from default activity; no workload was simulated.
